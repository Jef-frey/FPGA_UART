`flow/run.sh`:
```
#!/bin/bash
# OpenROAD 26Q1-2900-gdf79404cd8, Yosys 0.63+post, stock flow scripts
make -C /OpenROAD-flow-scripts/flow DESIGN_CONFIG=/design/flow/config.mk WORK_HOME=/design/flow/orfs finish
```
`flow/config.mk`:
```
export PLATFORM = sky130hd
export DESIGN_NAME = UART
export DESIGN_NICKNAME = UART
export VERILOG_FILES = /design/flow/design.v
export SDC_FILE = /design/flow/constraint.sdc
export NUM_CORES = 4
export LEC_CHECK = 1
export CORE_UTILIZATION = 30
```
`flow/constraint.sdc`:
```
current_design UART

set clk_period 4.3
set clk_io_pct 0.2

create_clock -name clk0 -period $clk_period [get_ports {i_Clk}]

set non_clock_inputs [all_inputs -no_clocks]
set_input_delay [expr $clk_period * $clk_io_pct] -clock clk0 $non_clock_inputs
set_output_delay [expr $clk_period * $clk_io_pct] -clock clk0 [all_outputs]
```
`flow/design.v`:
```
module UART (
  input i_Clk,
  input i_UART_RX,
  output o_UART_TX,
  output o_Segment1_A,
  output o_Segment1_B,
  output o_Segment1_C,
  output o_Segment1_D,
  output o_Segment1_E,
  output o_Segment1_F,
  output o_Segment1_G,
  output o_Segment2_A,
  output o_Segment2_B,
  output o_Segment2_C,
  output o_Segment2_D,
  output o_Segment2_E,
  output o_Segment2_F,
  output o_Segment2_G
  );
  wire [7:0] uart_receiver_output;
  wire read_n_write_flag;
  UART_receiver U_RX(
    .i_uart(i_UART_RX),
    .i_clk(i_Clk),
    .o_read_flag(read_n_write_flag),
    .o_bin(uart_receiver_output)
    );
  UART_transmitter U_TX(
    .i_bin(uart_receiver_output),
    .i_clk(i_Clk),
    .i_write_flag(read_n_write_flag),
    .o_uart(o_UART_TX)
    );
  bin_to_7seg U2(
    .i_bin(uart_receiver_output),
    .o_Segment1_A(o_Segment1_A),
    .o_Segment1_B(o_Segment1_B),
    .o_Segment1_C(o_Segment1_C),
    .o_Segment1_D(o_Segment1_D),
    .o_Segment1_E(o_Segment1_E),
    .o_Segment1_F(o_Segment1_F),
    .o_Segment1_G(o_Segment1_G),
    .o_Segment2_A(o_Segment2_A),
    .o_Segment2_B(o_Segment2_B),
    .o_Segment2_C(o_Segment2_C),
    .o_Segment2_D(o_Segment2_D),
    .o_Segment2_E(o_Segment2_E),
    .o_Segment2_F(o_Segment2_F),
    .o_Segment2_G(o_Segment2_G)
    );
endmodule
module bin_to_7seg
  (
    input  [7:0] i_bin,
    output o_Segment1_A,
    output o_Segment1_B,
    output o_Segment1_C,
    output o_Segment1_D,
    output o_Segment1_E,
    output o_Segment1_F,
    output o_Segment1_G,
    output o_Segment2_A,
    output o_Segment2_B,
    output o_Segment2_C,
    output o_Segment2_D,
    output o_Segment2_E,
    output o_Segment2_F,
    output o_Segment2_G
  );
  wire [6:0] w_Segment1;
  wire [6:0] w_Segment2;
  assign o_Segment1_A = w_Segment1[6];
  assign o_Segment1_B = w_Segment1[5];
  assign o_Segment1_C = w_Segment1[4];
  assign o_Segment1_D = w_Segment1[3];
  assign o_Segment1_E = w_Segment1[2];
  assign o_Segment1_F = w_Segment1[1];
  assign o_Segment1_G = w_Segment1[0];
  assign o_Segment2_A = w_Segment2[6];
  assign o_Segment2_B = w_Segment2[5];
  assign o_Segment2_C = w_Segment2[4];
  assign o_Segment2_D = w_Segment2[3];
  assign o_Segment2_E = w_Segment2[2];
  assign o_Segment2_F = w_Segment2[1];
  assign o_Segment2_G = w_Segment2[0];
  assign w_Segment1 = encode(i_bin[7:4]);
  assign w_Segment2 = encode(i_bin[3:0]);
	function [6:0] encode;
		input [3:0] i_bin_val;
		encode =	(i_bin_val[3:0] == 4'b0000) ? ~7'b1111110 :
					(i_bin_val[3:0] == 4'b0001) ? ~7'b0110000 :
					(i_bin_val[3:0] == 4'b0010) ? ~7'b1101101 :
					(i_bin_val[3:0] == 4'b0011) ? ~7'b1111001 :
					(i_bin_val[3:0] == 4'b0100) ? ~7'b0110011 :
					(i_bin_val[3:0] == 4'b0101) ? ~7'b1011011 :
					(i_bin_val[3:0] == 4'b0110) ? ~7'b1011111 :
					(i_bin_val[3:0] == 4'b0111) ? ~7'b1110000 :
					(i_bin_val[3:0] == 4'b1000) ? ~7'b1111111 :
					(i_bin_val[3:0] == 4'b1001) ? ~7'b1111011 :
					(i_bin_val[3:0] == 4'b1010) ? ~7'b1110111 :
					(i_bin_val[3:0] == 4'b1011) ? ~7'b0011111 :
					(i_bin_val[3:0] == 4'b1100) ? ~7'b1001110 :
					(i_bin_val[3:0] == 4'b1101) ? ~7'b0111101 :
					(i_bin_val[3:0] == 4'b1110) ? ~7'b1001111 :
					(i_bin_val[3:0] == 4'b1111) ? ~7'b1000111 :
											      ~7'b0000000;
	endfunction
endmodule
module UART_receiver
  #(
    parameter BAUD_RATE = 115200,
    parameter CLK_FREQ  = 25000000
    )
  (
    input i_uart,
    input i_clk,
    output o_read_flag,
    output [7:0] o_bin
  );
  parameter BAUD_PERIOD = CLK_FREQ/BAUD_RATE;
  reg [1:0] state = 2'b00;
  reg [7:0] period_counter = 0;
  reg last_signal = 0;
  reg [7:0] byte_read;
  reg [2:0] byte_index=0;
  reg [7:0] r_bin = 0;
  reg r_read_flag = 0;
  always @ (posedge i_clk) begin
    case (state)
      0:
        begin
          r_read_flag <= 0;
          if (last_signal == 1'b1 && i_uart == 1'b0) begin
            state <= 1;
            period_counter <= BAUD_PERIOD;
          end
        end
      1:
        begin
          period_counter <= period_counter-1;
        	if (period_counter == 8'b0000_0000) begin
            state <= 2;
            period_counter <= BAUD_PERIOD;
            byte_index <= 0;
          end
        end
      2:
        begin
          period_counter <= period_counter-1;
          if (period_counter == BAUD_PERIOD/2) begin
            byte_read[byte_index] <= i_uart;
          end
          if (period_counter == 0) begin
            period_counter <= BAUD_PERIOD;
            byte_index <= byte_index+1;
            if (byte_index == 3'b111) begin
              state <= 3;
              r_bin <= byte_read;
            end
          end
        end
        3:
          begin
            period_counter <= period_counter-1;
            r_read_flag <= 1;
            if (period_counter == 8'b0000_0000) begin
              state <= 0;
              r_read_flag <= 0;
            end
          end
    endcase
    last_signal <= i_uart;
  end
  assign o_bin = r_bin;
  assign o_read_flag = r_read_flag;
endmodule
module UART_transmitter
  #(
    parameter BAUD_RATE = 115200,
    parameter CLK_FREQ  = 25000000
    )
  (
    input [7:0] i_bin,
    input i_write_flag,
    input i_clk,
    output o_uart
  );
  parameter BAUD_PERIOD = CLK_FREQ/BAUD_RATE;
  reg [1:0] state = 2'b00;
  reg [7:0] period_counter = 0;
  reg [2:0] byte_index = 0;
  reg r_uart = 1;
  always @ (posedge i_clk) begin
    case (state)
      0:
        begin
          r_uart <= 1;
          if (i_write_flag == 1'b1) begin
            state <= 1;
            period_counter <= BAUD_PERIOD;
          end
        end
      1:
        begin
          r_uart <= 0;
          period_counter <= period_counter-1;
        	if (period_counter == 8'b0000_0000) begin
            state <= 2;
            period_counter <= BAUD_PERIOD;
            byte_index <= 0;
          end
        end
      2:
        begin
          r_uart <= i_bin[byte_index];
          period_counter <= period_counter-1;
          if (period_counter == 0) begin
            period_counter <= BAUD_PERIOD;
            byte_index <= byte_index+1;
            if (byte_index == 3'b111) begin
              state <= 3;
            end
          end
        end
        3:
          begin
            r_uart <= 1;
            period_counter <= period_counter-1;
            if (period_counter == 8'b0000_0000) begin
              state <= 0;
            end
          end
    endcase
  end
  assign o_uart = r_uart;
endmodule
```
==> run summary <==
total net switching power = 0.140 mW
static leakage = 1.19 nW
Final period util = 65.4%
worst r2r dst = U_RX.byte_read[4]
CP peak stage delay = 0.60 ns
fin util = 35.7%
Setup TNS = 0 ns
via-per-instance ratio = 4.73
clk buf depth = 2
Slowest cell on crit path = edfxtp_1
Internal = 0.608 mW
global-route wire length before repair = 7940 um
Buf/Inv on CP = 1
min cycle time layout = 2.81 ns
max-cap viol count = 0
worst IR drop on VDD = 0.000131 V
vias in the first global route = 1,757
die width = 98.8 um
yosys stat area = 0.00281 mm2
layout cells sized above 1 = 6.53%
RSZ-0062 raised after global routing = false
Synth Seq Share = 47.4%
post-route antenna net violation count = 0
synthesized cell area = 0.00281 mm2
GRT Util Overall = 10.3%
Max transition margin = 47.1%
number of setup buffers added after CTS = 0
hold slack final = 0.464 ns
Core Footprint = 0.00889 mm2
Pwr per Cell Area = 236 mW/mm2
Congestion Overflow GR = 0
DPL Wire Length = 3330 um
Reg power frac = 63.9%
Logic pwr share = 1.4%
Via Count = 1,887
fin. max-slew vios = 0
Setup crit start = U_RX.r_bin[6]
Post-CTS Resized = 0
Floorplan Utilization = 31.6%
area grow syn2layout = 12.8%
Row Count = 34
Largest delay share family, worst path = flip-flops
yosys warns = 3
DR pass1 iterations = 4
CP Depth = 4
Post-Route WL = 4570 um
clock root buffer = clkbuf_8
final setup margin = 1.49 ns
pre-CTS setup slack = 1.68 ns
CP cell instances = xnor2_1 -> or3_1 -> o21ai_0 -> clkdlybuf4s50_1
Post-Syn Instances = 275
Synth cell types = 43
num ports = 17
ant diodes = 0
Worst Setup EP = o_Segment1_D
yosys cell count = 275
Registers, synthesis = 45
drt first-iter violations = 70
worst min path class = reg2reg
Crit Path Category = reg2out
leading area contributor after synthesis = edfxtp_1
routability congestion estimate = 0.827
synthesized area per cell = 10.2 um2
IO Port Bufs = 16
endpoints failing hold = 0
dpl cells = 391
Die Height = 98.8 um
largest net degree at the start of global routing = 17
Clock transition at path regs = 0.08 ns
main flop type = edfxtp_1
crit path capture type = output pin
CP Max Fanout = 16
Area contributors post-synth = edfxtp_1 46%, ha_1 9.3%, o21ai_0 3.6%
initial antenna violation count = 0
final instance area = 0.00317 mm2
Synth top area share = 45.9%
cells on worst reg2reg path = 5
Hold Buf Count CTS = 0
WP data required = 3.44 ns
overall power = 0.748 mW
Data arrival, critical path = 1.95 ns
switch share = 18.7%
wire per inst = 11.4 um
die area = 0.00976 mm2
Post-synth ARST share = 0%
clock share of power = 34.7%
Worst-Margin Slew = 0.793 ns
clock skew = 0.00559 ns
status = completed
Critical R2R Launch = U_RX.byte_index[0]
Max H-tree Level = 2
Num Clock Sinks = 45
Placement Cell Area = 0.00308 mm2
final setup fails = 0
tool warning count = 38
Layout Cells excl Fill = 399
CTS tree = built
Setup crit start kind = flop
clk latency of the worst-skew pair = 0.29 ns
post-route DRC violation count = 0
CTS buffer count = 5
Fmax = 0.356 GHz
flop2flop setup slack = 2.25 ns
number of enable flip-flop cells = 43
state kept, by name, indices dropped and copies added (netlist names):
register             flops
U_RX.byte_index          3
U_RX.byte_read           8
U_RX.last_signal         1
U_RX.period_counter      8
U_RX.r_bin               8
U_RX.r_read_flag         1
U_RX.state               2
U_TX.byte_index          3
U_TX.period_counter      8
U_TX.r_uart              1
U_TX.state               2
worst reg2reg max path: cells and delay by family, from the launching register on:
family	cells	cell delay [ns]
xor+xnor	1	0.24
fa+ha+maj	1	0.26
buf+inv	1	0.11
flops	1	0.55
mux	1	0.37
simple gates	1	0.28
synth_stat cells, drive strengths merged, types with 7 or more instances:
master / n
inv: 18
nor2: 24
nor3: 8
xnor2: 10
nand2b: 9
a21oi: 14
nand2: 26
edfxtp: 43
ha: 21
clkbuf: 7
o21ai: 20
placed cells by master (no fill, tap or decap), types with 2 or more instances in the layout:
master / count
a21oi_1: 14
a22o_1: 5
a2bb2oi_1: 3
and2_1: 4
clkbuf_8: 6
clkdlybuf4s50_1: 16
dfxtp_1: 2
edfxtp_1: 43
ha_1: 21
inv_1: 18
mux2_2: 3
mux2i_1: 6
nand2_1: 26
nand2b_1: 9
nand3_1: 6
nand3b_1: 2
nor2_1: 24
nor2b_1: 6
nor3_1: 8
nor3b_1: 2
nor4_1: 3
o21ai_0: 20
o22ai_1: 5
o31ai_1: 3
or2_2: 2
or3_1: 2
xnor2_1: 10
xor2_1: 4
how the worst min path moves through the flow:
stage / from / endpoint / cells past startpoint
after CTS: U_RX.byte_read[3] / U_RX.r_bin[3] / 0
final: U_RX.byte_read[3] / U_RX.r_bin[3] / 0
after global routing: U_RX.byte_read[7] / U_RX.r_bin[7] / 0
metal layers:
metal | vias up | wire length, um | track usage, %
met5 | - | 0 | 0
met4 | 0 | 45 | 1.26
met3 | 5 | 178 | 2.16
met2 | 34 | 1880 | 14.6
met1 | 831 | 2460 | 17.2
li1 | 1017 | - | -
cell type report:
cell class / instances / area, um2
fillers: 861 / 5720
multi-input cells: 203 / 1380
flip-flops and latches: 45 / 1330
repair buffers: 17 / 168
well taps: 108 / 135
clock buffers: 6 / 82.6
inverters: 18 / 67.6
clock inverters: 2 / 8.76
power groups by stage:
stage	Sequential (mW)	Combinational (mW)	Clock, mW
6_report	0.478	0.0106	0.259
5_1_grt	0.478	0.0118	0.283
4_1_cts	0.478	0.0106	0.269
cells by family (layout without fill, tap and decap cells):
kind of cell    Yosys count  after routing  synth area share, %
compound gates           57             57                 12.6
buf+inv                  27             43                 3.60
mux                      10             10                 4.14
xor+xnor                 14             14                 4.36
simple gates            101            101                 18.6
flops                    45             45                 47.4
fa+ha+maj                21             21                 9.35
No activity file was given, so power comes from the tool's default toggle rates.
